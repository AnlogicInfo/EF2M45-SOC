==> ./config.mk <==
export PLATFORM = sky130hd
export DESIGN_NAME = ahb_mem
export DESIGN_NICKNAME = ahb_mem
export VERILOG_FILES = /design/flow/design.v
export SDC_FILE = /design/flow/constraint.sdc
export NUM_CORES = 4
export LEC_CHECK = 1
export CORE_AREA = 10 10 87 87
export DIE_AREA = 0 0 97 97
==> ./constraint.sdc <==
current_design ahb_mem

set clk_period 2.9
set clk_io_pct 0.2

create_clock -name clk0 -period $clk_period [get_ports {hclk}]

set non_clock_inputs [all_inputs -no_clocks]
set_input_delay [expr $clk_period * $clk_io_pct] -clock clk0 $non_clock_inputs
set_output_delay [expr $clk_period * $clk_io_pct] -clock clk0 [all_outputs]
==> ./design.v <==
module ahb_mem (
		 hclk,                
		 hresetn,             
		 haddr,               
		 hsel,                
		 hready,              
		 hsize,               
		 hwrite,              
		 htrans,              
		 hwdata,              
		 hready_resp,         
		 hresp,               
		 hrdata,              
		 int_mem_rdata,       
		 int_mem_addr,        
		 int_mem_clk,         
		 int_mem_we,          
		 int_mem_re,          
		 int_mem_wdata,       
		 int_mem_byte_enable  
		 );
   input                hclk;
   input                hresetn;
   input [35-1:0]  haddr;
   input 	        	hsel;
   input                hready;
   input [2:0] 			hsize;
   input 				hwrite;
   input [1:0] 			htrans;
   input [32-1:0] 	hwdata;
   output 	        	hready_resp;
   output [1:0]         hresp;
   output [32-1:0] hrdata;
   input [32-1:0]  int_mem_rdata;
   output 		  		int_mem_we;
   output 		  		int_mem_re;
   output [32-1:0] int_mem_wdata;
   output [4-1:0] 	int_mem_byte_enable;
   output	          	int_mem_clk;
   output [35 - 1 - 22 : 0] int_mem_addr;
   reg [35 - 1 - 22 : 0] 	  haddr_r;
   reg  		  int_mem_re_r;
   wire  		  int_mem_re_i;
   wire 		  we_level;
   reg 			  int_mem_we_i;
   reg [4-1:0]int_mem_byte_enable;
   reg            hready_resp;
   reg 			  re_later;
   always @(posedge hclk or negedge hresetn)
     if (~hresetn)
       int_mem_byte_enable <= 4'b0000;
     else
       case (hsize)
	 3'b000 :                             
	   begin
	      case (haddr[1:0])
		2'd0    : int_mem_byte_enable <= 1'b1 << 0;
		2'd1    : int_mem_byte_enable <= 1'b1 << 1;
		2'd2    : int_mem_byte_enable <= 1'b1 << 2;
		default : int_mem_byte_enable <= 1'b1 << 3;
	      endcase
	   end
	 3'b001 :                             
	   begin
	      if (haddr[1] == 1'b0)
		int_mem_byte_enable <= 2'b11 << 0;
	      else
		int_mem_byte_enable <= 2'b11 << 2;
	   end
	 default :                            
	   int_mem_byte_enable <= 4'b1111;
       endcase 
   always @(posedge hclk or negedge hresetn)
     if (~hresetn)
       haddr_r <= 32'h0;
     else
       if (hsel & hready)
	 begin
	    haddr_r <= haddr[35 - 1 - 22 :2];
	 end
   assign int_mem_addr = (~int_mem_we_i & hready & hsel) ? haddr[35 - 1 - 22 :2] 
	  : haddr_r;
   assign int_mem_re   = int_mem_re_i;
   assign hresp = 2'b00;
   always @(posedge hclk or negedge hresetn)
     if (~hresetn)
       hready_resp <= 1'b1;
     else
       if (hsel == 1'b1 &
	   hwrite == 1'b0 &
	   !(htrans == 2'b00 | htrans == 2'b01) &
	   we_level == 1'b1)
	 hready_resp <= 1'b0;
       else
	 hready_resp <= 1'b1;
   always @(posedge hclk or negedge hresetn)
     if (~hresetn)
       int_mem_we_i <= 1'b0;
     else
	 int_mem_we_i <= hready & hsel & hwrite &
			 (htrans == 2'b11 | htrans == 2'b10);
   assign we_level = int_mem_we_i;
   assign int_mem_we = we_level;
   always @(posedge hclk or negedge hresetn)
     begin
	if (~hresetn)
	  begin
	     re_later <= 1'b0;
	  end
	else
	  begin
	     if (hsel & ~hwrite & (htrans == 2'b11 | htrans == 2'b10) &
		 int_mem_we_i)
	       re_later <= 1'b1;
	     else
	       re_later <= 1'b0;
	  end
     end
   assign int_mem_re_i = (hsel & ~hwrite    & ~int_mem_we_i &
			(htrans == 2'b11 | htrans == 2'b10))   |
		       re_later;
   assign int_mem_wdata = hwdata;  
   assign hrdata = int_mem_rdata;
   assign int_mem_clk = hclk;
   // synopsys translate_off
   initial
     begin
	$display("Ahb_mem configuration:");
	$display(" ADDR_W:     %d", 35);
	$display(" DATA_W:     %d", 32);
	$display(" READ_ONLY:           false");
	$display(" SYNCHRONOUS:         true");
	$display(" SRAM_BIG_ENDIAN:          false");
	$display(" (LSB_DSCRD:%d)", 22);
	$display(" (BE_W:     %d)", 4);
     end
   // synopsys translate_on
endmodule
==> ./run.sh <==
#!/bin/bash
# OpenROAD 26Q1-2900-gdf79404cd8, Yosys 0.63+post, stock flow scripts
make -C /OpenROAD-flow-scripts/flow DESIGN_CONFIG=/design/flow/config.mk WORK_HOME=/design/flow/orfs finish
==> flow_metrics.env <==
# source this file to load flow results
export IMPL_initial_standard_cell_utilization_of_the_core_pct=24.2
export IMPL_area_growth_from_synthesis_to_layout_pct=5.49
export IMPL_synthDistinctLibCells=16
export IMPL_ff2ff_setup_slack_ns=2.09
export IMPL_max_freq_mhz=374
export IMPL_route_antenna_remaining_nets=0
export IMPL_fraction_of_final_layout_cells_with_drive_strength_greater_than_1_pct=21.8
export IMPL_power_share_sequential_pct=38.3
export IMPL_crit_path_end="int_mem_addr[4]"
export IMPL_clk_transition_reported_paths_ns=0.07
export IMPL_timing_rr_start="int_mem_we_i$_DFF_PN0_"
export IMPL_cts_hold_repair_buffers=0
export IMPL_p_leak_uw=0.000604
export IMPL_power_share_combinational_pct=21.0
export IMPL_worstPathCellList="clkdlybuf4s50_1, nand3b_1, buf_12, mux2_4, clkdlybuf4s50_1"
export IMPL_syn_cell_area_um2=1370
export IMPL_crit_path_max_incr_delay_ns=0.49
export IMPL_report_final_setup_viol=0
export IMPL_reg2reg_depth=2
export IMPL_r2r_end="hready_resp$_DFF_PN1_"
export IMPL_power_per_cell_area_nw_per_um2=522
export IMPL_hold_path_class="flip-flop to flip-flop"
export IMPL_openroad_warnings=49
export IMPL_pwr_share_clk_pct=40.7
export IMPL_grt_start_max_net_pins=19
export IMPL_clk_insertion_delay_late_ns=0.35
export IMPL_tritoncts="built"
export IMPL_crit_required_ns=2.32
export IMPL_overall_track_demand_over_capacity_in_global_routing_pct=5.20
export IMPL_slew_viol_final=0
export IMPL_row_count=27
export IMPL_critPathLaunch="hsel"
export IMPL_global_route_wire_length_before_repair_mm=3.96
export IMPL_postCtsSetupBuffers=0
export IMPL_max_cap_violations=0
export IMPL_boundaryPins=196
export IMPL_slowest_stage="sky130_fd_sc_hd__clkdlybuf4s50_1"
export IMPL_via_count_of_the_first_global_routing_pass=713
export IMPL_num_vias=686
export IMPL_design_core_area_um2=5640
export IMPL_ir_worst_vdd_uv=228
export IMPL_num_antenna_cells=0
export IMPL_drc=0
export IMPL_post_cts_resized_instances=0
export IMPL_num_fill_cells=591
export IMPL_netlist_instances=129
export IMPL_antenna_found_initial=0
export IMPL_holdWs_ns=0.493
export IMPL_dp_hpwl_mm=2.06
export IMPL_critical_path_max_fanout=11
export IMPL_synth_yosys_chip_area_um2=1370
export IMPL_timing_setup_tns_ns=0
export IMPL_yosysWarnings=2
export IMPL_synth_flop_count=18
export IMPL_drt_vias_per_instance=3.77
export IMPL_path_class="input pin to output port"
export IMPL_globalRouteOverflowTotal=0
export IMPL_wl_per_cell_um=14.2
export IMPL_grt_setup_unrepaired="false"
export IMPL_final_min_clock_period_ns=2.67
export IMPL_die_area_um2=9410
export IMPL_fin_skew_ns=0.0000941
export IMPL_place_congestion=0.727
export IMPL_internal_power_uw=604
export IMPL_fin_crit_sh_pct=92.2
export IMPL_die_height_um=97
export IMPL_power_switching_share_pct=19.6
export IMPL_critPathCaptureType="output port"
export IMPL_cp_top_family="buffers and inverters"
export IMPL_die_width_um=97
export IMPL_routed_wirelength_mm=2.58
export IMPL_worst_setup_path_start_kind="input pin"
export IMPL_critical_path_depth=5
export IMPL_run_status="completed"
export IMPL_synth_yosys_num_cells=129
export IMPL_drt_pass1_iter_count=2
export IMPL_io_buffer_count=40
export IMPL_arrival_ns=2.09
export IMPL_synth_sequential_area_ratio_pct=33.1
export IMPL_cp_common_cell="sky130_fd_sc_hd__clkdlybuf4s50_1"
export IMPL_power_switching_uw=148
export IMPL_drt_iter0_drc=13
export IMPL_hold_viol=0
export IMPL_critPathBufInv=3
export IMPL_worst_slew_pin_slew_ns=0.538
export IMPL_synth_avg_cell_area_um2=10.6
export IMPL_post_route_util_pct=25.5
export IMPL_max_slew_margin_rel_pct=64.0
[cells in the mapped netlist]
cell                       instances  area share (%)
sky130_fd_sc_hd__buf_4            69              38
sky130_fd_sc_hd__mux2_1            8             6.6
sky130_fd_sc_hd__o21bai_1          1            0.55
sky130_fd_sc_hd__nand3b_1          2             1.1
sky130_fd_sc_hd__dfrtp_1          17              31
sky130_fd_sc_hd__inv_1             2            0.55
sky130_fd_sc_hd__dfstp_2           1             1.9
sky130_fd_sc_hd__mux2_2            4             3.3
sky130_fd_sc_hd__conb_1            1            0.27
sky130_fd_sc_hd__o21ai_0           4             1.5
sky130_fd_sc_hd__nor2b_1           1            0.46
sky130_fd_sc_hd__nand2_1           2            0.55
sky130_fd_sc_hd__or2_2             1            0.46
sky130_fd_sc_hd__nor2_1            4             1.1
sky130_fd_sc_hd__mux2_4           10              11
sky130_fd_sc_hd__buf_6             2             1.6
[per-layer routing]
layer  vias to the layer above  track usage (%)  share of wire [%]
met5                         -                0                  0
met4                         0             3.16                4.0
met3                        18             4.73                 17
met2                        70             6.29                 39
met1                       297             5.75                 41
li1                        301                -                  -
[through the flow]
stage / instances / power, uW / cell area, um2 / setup slack (ns)
finish: 182 / 752 / 1440 / 0.226
global route: 182 / 802 / 1440 / 0.172
CTS: 182 / 772 / 1440 / 0.212
detailed placement: 175 / 477 / 1360 / 0.213
global placement: 175 / 475 / 1360 / 0.206
floorplan: 132 / 425 / 1380 / 0.772
[cells in the final DEF, fill, tap and decap left out, types with 2 or more instances in the layout]
master                            Yosys  layout
sky130_fd_sc_hd__dfrtp_1             17      17
sky130_fd_sc_hd__clkdlybuf4s50_1      0      40
sky130_fd_sc_hd__nand3b_1             2       2
sky130_fd_sc_hd__o21ai_0              4       4
sky130_fd_sc_hd__clkbuf_8             0       6
sky130_fd_sc_hd__mux2_1               8       8
sky130_fd_sc_hd__nor2_1               4       4
sky130_fd_sc_hd__inv_1                2       2
sky130_fd_sc_hd__mux2_2               4       4
sky130_fd_sc_hd__nand2_1              2       2
sky130_fd_sc_hd__conb_1               1       4
sky130_fd_sc_hd__mux2_4              10      10
[sequential cells by signal, indices dropped and copies added, names as in the netlist]
signal and cells:
int_mem_byte_enable 4, int_mem_we_i 1, re_later 1, haddr_r 11
hready_resp 1
[cell families (layout without fill, tap and decap cells)]
group | after synthesis | count (layout) | synth area share, %
AOI/OAI and AO/OA | 5 | 5 | 2.01
buffers and inverters | 73 | 51 | 40.1
muxes | 22 | 22 | 20.9
and+or+nand+nor | 10 | 10 | 3.66
other | 1 | 4 | 0.274
DFF | 18 | 18 | 33.1
[cell type report]
type / instances / area, um2 / area share (%)
repair buffers: 41 / 418 / 29.0
flip-flops and latches: 18 / 452 / 31.3
inverters: 2 / 7.51 / 0.521
well taps: 72 / 90.1 / 6.25
clock buffers: 8 / 96.3 / 6.68
multi-input cells: 41 / 378 / 26.2
[worst reg2reg max path: stages (launching register included)]
cell and delay [ns]:
sky130_fd_sc_hd__dfrtp_1 0.39, sky130_fd_sc_hd__inv_1 0.07, sky130_fd_sc_hd__or2_2 0.29
[how the worst min path moves through the flow]
stage,startpoint,to,slack [ns],depth (start not counted)
4_1_cts,haddr_r[10]$_DFFE_PN0P_,haddr_r[10]$_DFFE_PN0P_,0.50,1
5_1_grt,haddr_r[4]$_DFFE_PN0P_,haddr_r[4]$_DFFE_PN0P_,0.51,1
6_report,haddr_r[5]$_DFFE_PN0P_,haddr_r[5]$_DFFE_PN0P_,0.49,1
[power groups by stage]
stage	sequential (uW)	clock, uW	combinational (uW)
6_report	288	306	158
5_1_grt	290	339	173
4_1_cts	288	322	163
No activity file was given, so power comes from the tool's default toggle rates.
